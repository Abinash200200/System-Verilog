[design/flow/config.mk]
export PLATFORM = sky130hd
export DESIGN_NAME = sram
export DESIGN_NICKNAME = sram
export VERILOG_FILES = /design/flow/design.v
export SDC_FILE = /design/flow/constraint.sdc
export NUM_CORES = 4
export LEC_CHECK = 1
export CORE_UTILIZATION = 40
[design/flow/constraint.sdc]
current_design sram

set clk_period 2.3
set clk_io_pct 0.2

create_clock -name clk0 -period $clk_period [get_ports {clk}]

set non_clock_inputs [all_inputs -no_clocks]
set_input_delay [expr $clk_period * $clk_io_pct] -clock clk0 $non_clock_inputs
set_output_delay [expr $clk_period * $clk_io_pct] -clock clk0 [all_outputs]
[design/flow/design.v]
module sram #(
    parameter ADDR_WIDTH = 4,   
    parameter DATA_WIDTH = 8    
)(
    input  logic                  clk,
    input  logic                  we,          
    input  logic [ADDR_WIDTH-1:0] addr,        
    input  logic [DATA_WIDTH-1:0] data_in,     
    output logic [DATA_WIDTH-1:0] data_out     
);
    logic [DATA_WIDTH-1:0] mem [(2**ADDR_WIDTH)-1:0];
    always_ff @(posedge clk) begin
        if (we) begin
            mem[addr] <= data_in;
        end
    end
    assign data_out = mem[addr];
endmodule
[design/flow/run.sh]
#!/bin/bash
# OpenROAD 26Q1-2900-gdf79404cd8, Yosys 0.63+post, stock flow scripts
make -C /OpenROAD-flow-scripts/flow DESIGN_CONFIG=/design/flow/config.mk WORK_HOME=/design/flow/orfs finish
==> notes.md <==
run metrics: Unique cell types 17, Area leader share 0.783, drc violations 0, Final Non-Filler Cells 441, Worst Setup EP data_out[2], IO buf count 21, Synth Area per Inst 22.1 sq um, total length of routed wires 9570 microns, cell taking the most area after synthesis edfxtp_1, clock sink total 128, Die X 113 microns, total iterations of the first detailed-routing run 4, Slowest-stage cell, CP mux4_2, Core Util at FP 0.410, Largest Register mem, Design Power 5.41 mW, max-slew violation count 0, core box area 12,000 sq um, data required time of the critical path 1.84 ns, LEAKAGE 2.03 nW, initial drt markers 104, RSZ-0062 raised after global routing true, CP peak stage delay 0.50 ns, cycle use final 0.982, TritonCTS clock tree built, antenna viol nets, final 0, minimum clock period 2.26 ns, YS warnings 1, dpl hpwl 6060 microns, CTS max path bufs 2, chip area line of the yosys report 4910 sq um, Worst Hold Depth 5, CP startpoint addr[0], synthesized area 4910 sq um, post-cts hold buffer count 0, Hold Vio Cnt, Final 0, kind of critical path in -> out, Chip Area 12,700 sq um, Crit. End Element output port, clock buffer count from CTS 17, Yosys Instances 222, Worst VDD drop 0.441 mV, total grt overflow 0, DIE HEIGHT 113 microns, Diodes inserted 0, Placement Cell Area 5490 sq um, Avg WL per Cell 21.7 microns, CTS H-Tree Depth 4, status finished clean, critical path arrival 1.80 ns, largest net degree at the start of global routing 21, max-cap viol count 0, Fillers 886, tool warnings 26, CTS root buf clkbuf_16, I/O pin count 22, Slew HR 0.579, sequential area share after synthesis 0.783, top cells, area edfxtp_1, mux4_2, a22oi_1, nor2_1, nand2_1, initial antenna violation count 0, post-route cell area 6200 sq um, worst min path class in -> reg, final setup fails 0, placed insts 407, Max Fanout on Critical Path 8, max FFs per register 128, CP startpoint kind input port, leading registers by flop count mem (128), via/cell ratio 5.43, worst slew pin tran 0.630 ns, Achievable Freq 443 MHz, worst path cell trace buf_12 -> buf_16 -> buf_4 -> mux4_2 -> a22oi_2 -> nand2_1 -> dlygate4sd2_1, routability congestion estimate 0.743, Synth flops 128, first-pass GRT wire length 15,100 microns, Row Count 40, share of cells above drive strength 1 0.384, Global Route Usage Sum 0.183, Synth-to-Final Area Change 26.4%, Post-Syn Instances 222, via count 2,395, vias in the first global route 2,604, clk slew on worst S/H paths 0.06 ns, Cell Pwr Density 873 nW/um^2
==> kinds of logic (layout without fill, tap and decap cells) <==
logic type,after synthesis,in the layout,share of synthesized area
AND-OR/OR-AND,16,16,0.0245
buffers and inverters,11,83,0.0122
flip-flops,128,128,0.783
multiplexers,32,32,0.147
AND/OR/NAND/NOR,35,35,0.0331
==> cells in the final DEF, fill, tap and decap left out, types with 5 or more instances in the layout <==
cell	count
edfxtp_1	128
buf_4	24
clkbuf_16	17
clkdlybuf4s50_1	9
nor2_1	12
mux4_2	32
nand2_1	9
a22oi_2	14
buf_12	5
==> per-layer routing <==
layer / track usage / up-vias / share of wire
li1: - / 1055 / -
met1: 0.272 / 1228 / 0.39
met2: 0.284 / 101 / 0.52
met3: 0.0857 / 11 / 0.078
met4: 0.0204 / 0 / 0.011
met5: 0 / - / 0
==> synthesized netlist by cell type <==
library cell,n
a22oi_1,16
nand2_1,9
nor2b_1,2
buf_1,4
or3b_2,1
nand2b_1,2
clkbuf_1,2
nor2_1,13
mux4_2,32
nand3_1,1
buf_2,2
nand3b_1,2
buf_6,2
and2_1,1
nor3_1,4
edfxtp_1,128
clkbuf_2,1
==> per-stage QoR <==
step                      utilization  hold WS (ns)  setup slack (ns)  setup TNS (ns)
after floorplan                     -         0.559             0.347               0
after global routing            0.519         0.893           -0.0237         -0.0237
after global placement          0.459          1.41            -0.414           -3.14
after CTS                       0.517         0.869           0.00193               0
after detailed placement        0.459          1.41            -0.456           -3.53
final                           0.519         0.876            0.0420               0
==> power by group <==
group | switching (mW) | total (mW) | internal (mW)
sequential | 0.00898 | 2.63 | 2.62
clock | 0.905 | 2.46 | 1.56
combinational | 0.158 | 0.323 | 0.165
total | 1.07 | 5.41 | 4.34
==> worst max-delay path, delay by kind of cell <==
family / cells / cell delay [ns]
AOI/OAI and AO/OA: 1 / 0.14
buffers and inverters: 4 / 0.62
and+or+nand+nor: 1 / 0.06
muxes: 1 / 0.50
==> repair_timing <==
item,in CTS,in global routing
gates cloned,2,0
pin swaps,16,11
endpoints found under the setup margin,8,8
buffers inserted,2,0
resized,33,13
==> layout make-up <==
type / count / area (sq um) / area share
clock inverters: 13 / 124 / 0.0200
well taps: 147 / 184 / 0.0296
repair buffers: 53 / 538 / 0.0867
clock buffers: 17 / 425 / 0.0686
multi-input cells: 83 / 1090 / 0.175
flip-flops and latches: 128 / 3840 / 0.620
==> worst min path at each step <==
stage,from,end,slack [ns]
CTS,addr[0],mem[0][7]$_DFFE_PP_,0.87
global route,addr[0],mem[8][1]$_DFFE_PP_,0.89
finish,addr[0],mem[8][2]$_DFFE_PP_,0.88
Power figures rest on the tool's default switching activity, not on a simulated workload.
